`/design/flow/run.sh`:
```
#!/bin/bash
# OpenROAD 26Q1-2900-gdf79404cd8, Yosys 0.63+post, stock flow scripts
make -C /OpenROAD-flow-scripts/flow DESIGN_CONFIG=/design/flow/config.mk WORK_HOME=/design/flow/orfs finish
```
`/design/flow/config.mk`:
```
export PLATFORM = sky130hd
export DESIGN_NAME = uart_rx_sampler_top
export DESIGN_NICKNAME = uart_rx_sampler_top
export VERILOG_FILES = /design/flow/design.v
export SDC_FILE = /design/flow/constraint.sdc
export NUM_CORES = 4
export LEC_CHECK = 1
export CORE_AREA = 10 10 79 79
export DIE_AREA = 0 0 89 89
```
`/design/flow/constraint.sdc`:
```
current_design uart_rx_sampler_top

set clk_period 2.3
set clk_io_pct 0.2

create_clock -name clk0 -period $clk_period [get_ports {clk_baud}]
create_clock -name clk1 -period $clk_period [get_ports {clk_sample}]

set non_clock_inputs [all_inputs -no_clocks]
set_input_delay [expr $clk_period * $clk_io_pct] -clock clk0 $non_clock_inputs
set_output_delay [expr $clk_period * $clk_io_pct] -clock clk0 [all_outputs]
```
`/design/flow/design.v`:
```
module uart_rx_sampler_top (
	input logic clk_sample, 	 
	input logic clk_baud, 		 
	input logic RST_N,			 
	input logic rx_bit,			 
	input logic Err_clr,		 
	output logic [7:0] data_rx,	 
	output logic data_valid,	 
	output logic frame_err		 
	);
	typedef enum {IDLE, ERROR, PAYLOAD, STOP, DONE} uart_state_t;
	uart_state_t state, next_state;
	logic sample_en;  
	logic rx_bit_d1, rx_bit_d2;
	logic rx_data;  
	logic [3:0] sample_counter;  
	logic sampled_data;  
	logic shift_reg_en;  
	logic [2:0] payload_cnt;  
	logic sampled;
	always_ff @(posedge clk_sample) begin
		if (!RST_N) begin
			rx_bit_d1 <= 1'b0;
			rx_bit_d2 <= 1'b0;
		end
		else begin
			rx_bit_d1 <= rx_bit;
			rx_bit_d2 <= rx_bit_d1;
		end
	end
	assign sampled = (sample_counter == 4'h7);
	always_ff @(posedge clk_sample) begin
		if (!RST_N) begin
			sample_counter <= 'b0;
			sampled_data <= 1'b1;  
		end
		else if (sample_en) begin
			sample_counter <= sample_counter + 1;
			if (sample_counter == 4'h7) begin
				sampled_data <= rx_bit_d2;
			end
		end
	end
	always_ff @(posedge clk_baud) begin
		if (!RST_N) begin
			data_rx <= 'b0;
		end
		else if (shift_reg_en) begin
			data_rx <= {sampled_data, data_rx[7:1]};
		end
	end
	always_ff @(posedge clk_baud) begin
		if (!RST_N) begin
			payload_cnt <= 'b0;
		end
		else if (shift_reg_en) begin
			payload_cnt <= payload_cnt + 1;  
		end
	end
	always_ff @(posedge clk_baud) begin
		if (!RST_N) begin
			state <= IDLE;
		end
		else begin
			state <= next_state;
		end
	end
	always_comb begin
		next_state = state;
		shift_reg_en = 1'b0;
		sample_en = 1'b0;
		frame_err = 1'b0;
		data_valid = 1'b0;
		case (state)
			IDLE : begin
				sample_en = 1'b1;
				if (sampled_data == 1'b0) begin
					next_state = PAYLOAD;
				end
			end
			PAYLOAD : begin
				sample_en = 1'b1;
				shift_reg_en = 1'b1;
				if (payload_cnt == 3'h7) begin
					next_state = STOP;
				end
			end
			STOP : begin
				sample_en = 1'b1;
				if (sampled_data == 1'b1) begin
					next_state = DONE;
				end
				else begin
					next_state = ERROR;
				end
			end
			DONE : begin
				sample_en = 1'b1;
				data_valid = 1'b1;
				if (sampled_data == 1'b0) begin
					next_state = PAYLOAD;
				end
			end
			ERROR : begin
				frame_err = 1'b1;
				if (Err_clr) begin
					next_state = IDLE;
				end
			end
		endcase
	end
endmodule
```
==> reports/results.txt <==
status: complete, no violations
Clk pin slew, worst setup/hold paths: 60 ps
worst slew pin tran: 627.7 ps
asr flop ratio synth: 0
total congestion overflow: 0
share of the synthesized area in the top cell type: 0.5076
chip width: 89 µm
Area growth syn-to-layout: 31.03%
Post-synth area hogs: dfxtp_1, mux2i_1, nor2b_1, and2_1, ha_1
main flop type: dfxtp_1
cell family with most CP delay: buffers and inverters
number of global-route vias before repair: 602
setup TNS: 0 ps
dpl hpwl: 1131 µm
Worst path depth: 1
Chip Height: 89 µm
CP endpoint kind: primary output
Critical Path Max Stage Delay: 520 ps
R2R setup slack: 880 ps
CP startpoint: state[1]
total global-route track usage: 0.04418
CP Class: flop to primary output
final wirelength: 1691 µm
largest net degree at the start of global routing: 24
OpenROAD warnings: 26
Initial DRT Pass Iterations: 2
Setup crit start kind: flop
unrepaired setup endpoints after global routing: no
Fillers: 471
row count: 25
Yosys chip area: 907.1 µm²
CP required: 1840 ps
initial antenna violation count: 0
post-CTS sizing: 0
CP cell instances: clkdlybuf4s50_1
Residual DRC: 0
Hold Startpoint: rx_bit_d1
worst-path fanout max: 5
crit path to: data_valid
remaining antenna violation count: 0
I/O pin count: 15
Crit path buffers/inverters: 1
Worst R2R End: sample_counter[1]
critical path arrival: 1210 ps
Slew Limit Fails: 0
CTS tree: yes
max_slew headroom: 0.5802
average vias per placed instance: 4.026
Synth Instances: 82
Iter 0 DRT Violations: 50
first-pass GRT wire length: 2746 µm
Synth cell types: 26
number of enable flip-flop cells: 0
endpoints failing setup: 0
Leakage: 0.4263 nW
fin cells: 154
Post-CTS Hold Fix Bufs: 0
Core Box Area: 0.004661 mm²
Post-CTS Setup Inserts: 0
top post-synthesis cells by count: dfxtp_1, mux2i_1, nor2b_1, and2_1
synth warn: 1
Reg2Reg Depth: 4
launching point of the worst reg2reg path: state[2]
max-cap check violation count: 0
number of diodes: 0
cell taking the most area after synthesis: dfxtp_1
ys flops: 23
gpl congestion: 0.6878
peak supply drop: 0.4743 mV
dpl cells: 146
Synth Cell Area: 907.1 µm²
Seq/Total Area, Yosys: 0.5076
most frequent cell after synthesis: dfxtp_1
average cell area after synthesis: 11.06 µm²
yosys cell count: 82
port bufs: 13
wire length per cell: 10.98 µm
fp util: 0.1946
Final Skew: 3.639 ps
final hold violation count: 0
Num Clock Sinks: 23
die area: 0.007921 mm²
ratio of cells with drive above 1 in the final layout: 0.09000
Max stage delay cell, worst path: clkdlybuf4s50_1
total vias in the final route: 620
worst min path class: flop to flop
pwr dens: 718.3 mW/mm²
[layer usage]
layer / wire length (µm) / vias to the layer above / track usage
li1: - / 313 / -
met1: 817 / 286 / 0.05644
met2: 654 / 17 / 0.05984
met3: 190 / 4 / 0.03122
met4: 29 / 0 / 0.008671
met5: 0 / - / 0
[registers in the layout, indices dropped and copies added, names as in the netlist]
register and cells:
rx_bit_d1 1, state 5, sample_counter 4, rx_bit_d2 1, data_rx 8, sampled_data 1
payload_cnt 3
[worst reg2reg max path, cell delays in order, from the launching register on]
cell     delay (ps)
dfxtp_1         300
buf_4           200
nor4_4          490
mux2i_1         240
nor2b_1          60
[kinds of logic after synthesis]
kind of cell	after synthesis	share of synthesized area
AND-OR/OR-AND	8	0.06483
buffers and inverters	7	0.03862
XOR/XNOR	3	0.02897
flip-flops	23	0.5076
adder cells (fa/ha/maj)	3	0.04138
multiplexers	11	0.1214
AND/OR/NAND/NOR	27	0.1973
[metrics by stage]
step / area (µm²) / total power, mW / hold slack, ps / utilization / setup WS (ps)
final: 1189 / 0.8538 / 423.7 / 0.2550 / 630.9
after global routing: 1189 / 0.8872 / 440.2 / 0.2550 / 570.4
after CTS: 1189 / 0.8626 / 428.2 / 0.2550 / 613.8
after detailed placement: 1089 / 0.4497 / 419.0 / 0.2336 / 667.2
after global placement: 1089 / 0.4487 / 416.1 / 0.2336 / 686.9
after floorplan: 907.1 / 0.4398 / 411.9 / - / 1123
[report_power, final]
group | total [mW] | internal [mW] | switching (mW)
logic | 0.0296 | 0.0177 | 0.0120
clock network | 0.412 | 0.271 | 0.141
registers | 0.412 | 0.407 | 0.00561
[worst min-delay path by stage]
stage / endpoint / depth (start not counted)
after CTS: rx_bit_d2 / 1
after global routing: rx_bit_d2 / 1
final: rx_bit_d2 / 1
[final cells by class]
| class | instances | area (µm²) | area share |
|---|---|---|---|
| tap | 54 | 67.56 | 0.05684 |
| timing repair buffer | 14 | 137.6 | 0.1158 |
| sequential | 23 | 460.4 | 0.3874 |
| clock buffer | 8 | 100.1 | 0.08421 |
| multi-input combinational | 52 | 411.6 | 0.3463 |
| inverter | 3 | 11.26 | 0.009474 |
[cell usage in the layout (no fill, tap or decap)]
cell type,synthesis,layout
dfxtp_1,23,23
clkdlybuf4s50_1,0,13
mux2i_1,11,11
nor2b_1,11,11
and2_1,7,7
clkbuf_8,0,7
inv_1,3,3
ha_1,3,3
nand2_1,2,2
o22ai_1,2,2
xnor2_1,2,2
o211a_1,1,1
and3_1,1,1
a22oi_1,1,1
nor2_1,1,1
o41ai_1,1,1
nor4_4,1,1
nand3_1,1,1
o21ai_0,1,1
or3_1,1,1
a21boi_0,1,1
xor2_1,1,1
nor4b_1,1,1
o31ai_1,1,1
nand3b_1,1,1
clkbuf_1,2,1
buf_4,0,1
Power is estimated from default activity; no workload was simulated.
