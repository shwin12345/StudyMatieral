$ cat /design/flow/config.mk
export PLATFORM = sky130hd
export DESIGN_NAME = Bin2BCD
export DESIGN_NICKNAME = Bin2BCD
export VERILOG_FILES = /design/flow/design.v
export SDC_FILE = /design/flow/constraint.sdc
export NUM_CORES = 4
export LEC_CHECK = 1
export CORE_UTILIZATION = 30
$ cat /design/flow/constraint.sdc
current_design Bin2BCD

set clk_period 4.4
set clk_io_pct 0.2

create_clock -name clk0 -period $clk_period [get_ports {clk}]

set non_clock_inputs [all_inputs -no_clocks]
set_input_delay [expr $clk_period * $clk_io_pct] -clock clk0 $non_clock_inputs
set_output_delay [expr $clk_period * $clk_io_pct] -clock clk0 [all_outputs]
$ cat /design/flow/design.v
module Bin2BCD #(parameter N = 16, parameter M = 20)(
	output logic [M-1 : 0] data_out,
	output logic done,
	output logic new_ack,
	input clk,
	input rst_n,
	input [N-1 : 0] data_in,
	input new_data
	);
	parameter m = (M + 3) / 4;  
	typedef enum {IDLE, CONVERSION, DONE} conv_state_t;
	conv_state_t conv_state, next_state;
	logic reg_new_value, conversion_en, clr_cnt, clr_val_reg;  
	logic [$clog2(N)-1 : 0] shft_cnt;
	always_ff @(posedge clk) begin
		if (!rst_n) begin
			shft_cnt <= 'h0;
		end
		else if (clr_cnt) begin
			shft_cnt <= 'h0;
		end
		else if (conversion_en) begin
			shft_cnt <= shft_cnt + 1;
		end
	end
	always_ff @(posedge clk) begin
		if (!rst_n) begin
			conv_state <= IDLE;
		end
		else begin
			conv_state <= next_state;
		end
	end
	always_comb begin
		next_state = conv_state;
		conversion_en = 1'b0;
		reg_new_value = 1'b0;
		clr_cnt = 1'b0;
		clr_val_reg = 1'b0;
		done = 1'b0;
		new_ack = 1'b0;  
		case (conv_state)
			CONVERSION : begin
				conversion_en = 1'b1;  
				if (shft_cnt == (N-1)) begin
					next_state = DONE;
					clr_cnt = 1'b1;
				end
			end
			DONE : begin
				done = 1'b1;
				if (new_data) begin
					next_state = CONVERSION;
					reg_new_value = 1'b1;
					clr_val_reg = 1'b1;
					new_ack = 1'b1;  
				end
			end
			default : begin
				if (new_data) begin
					next_state = CONVERSION;
					reg_new_value = 1'b1;
					new_ack = 1'b1;  
				end
			end
		endcase
	end
	logic [N-1 : 0] Bin_val;
	logic Bin_MSB;
	assign Bin_MSB = Bin_val[N - 1];
	always_ff @(posedge clk) begin
		if (!rst_n) begin
			Bin_val <= 'h0;
		end
		else if (reg_new_value) begin
			Bin_val <= data_in;
		end
		else if (conversion_en) begin
			Bin_val <= (Bin_val << 1);
		end
	end
	logic [m : 0] Carry;
	assign Carry[0] = Bin_MSB;
	genvar i;
	generate 
		for (i = 0; i < m; i++) begin : GEN_BCD_SEGMENTS
			SAA3 ShiftAndAdd3(
				.BCD_seg(data_out[(4*i)+3 : (4*i)]),
				.COut(Carry[i+1]),
				.clk(clk), 
				.rst_n(rst_n),
				.en(conversion_en),
				.Cin(Carry[i]),
				.clr_val_reg(clr_val_reg)
				);
		end : GEN_BCD_SEGMENTS
	endgenerate
endmodule
module SAA3 (
	output logic [3:0] BCD_seg,
	output logic COut,
	input clk, 
	input rst_n,
	input en,
	input Cin,
	input clr_val_reg
	);
	logic [3:0] BCD_seg_next;
	assign BCD_seg_next = (BCD_seg >= 4'h5) ? (BCD_seg + 4'h3) : (BCD_seg);
	assign COut = BCD_seg_next[3];
	always_ff @(posedge clk) begin : BCD_SEG_REGISTER
		if (!rst_n) begin
			BCD_seg <= 4'h0;
		end
		else if (clr_val_reg) begin
			BCD_seg <= 4'h0;
		end
		else if (en) begin
			BCD_seg <= {BCD_seg_next[2:0], Cin};
		end
	end : BCD_SEG_REGISTER
endmodule
$ cat /design/flow/run.sh
#!/bin/bash
# OpenROAD 26Q1-2900-gdf79404cd8, Yosys 0.63+post, stock flow scripts
make -C /OpenROAD-flow-scripts/flow DESIGN_CONFIG=/design/flow/config.mk WORK_HOME=/design/flow/orfs finish
==> reports/qor.csv <==
stage,metric,value,unit
cts,path_clk_slew,80,ps
timing,fin_skew,8.557,ps
global_routing,grt_usage,11.97,%
timing,setup_viol,0,
job,tool_warnings,30,
critical_path,cp-end-kind,output port,
final_layout,drive_gt1_share,4.082,%
synthesis,yosys_area,2206,µm²
critical_path,path_cells,"clkdlybuf4s50_1, nor2b_1, clkdlybuf4s50_1",
power,clockPowerShare,40.2,%
critical_path,cpPeakStageDelay,500,ps
timing,relSlewSlack,50.76,%
cts,cts_root_buffer,clkbuf_8,
global_routing,grt_pass1_wl,7.445,mm
timing,rsz0062_at_grt,false,
critical_path,rr_worst_depth,3,
critical_path,rr_startpoint,conv_state[2]$_DFF_P_,
worst_hold_path,whs_endpoint,conv_state[0]$_DFF_P_,
power,powerDensity,318.4,nW/µm²
final_layout,post-route-util,40.43,%
cts,cts.sinks,43,
floorplan,die_area,7700,µm²
drt,drtPass1Iterations,4,
drt,routedWlPerCell,11.00,µm
timing,finalCriticalPeriod,2974,ps
floorplan,core.rowCount,30,
critical_path,critPathSlowestCell,clkdlybuf4s50_1,
global_routing,antenna_found_initial,0,
final_layout,area_growth,27.28,%
job,drv_cap,0,
critical_path,reg2reg_slack,2790,ps
critical_path,reg2reg_to,GEN_BCD_SEGMENTS[3].ShiftAndAdd3.BCD_seg[1]$_SDFFE_PP0P_,
timing,drv_slew,0,
cts,post_cts_resized,0,
drt,antenna_cells,0,
drt,antenna_left,0,
critical_path,start_kind,input port,
final_layout,fin_cells,390,
timing,max_freq,0.3362,GHz
critical_path,crit_path_frequent_cell,clkdlybuf4s50_1,
critical_path,crit_type,input port to output port,
synthesis,ys_seq_share,39.02,%
synthesis,syn-instance-count,259,
final_layout,mostFrequentLayoutCell,dfxtp_1,
cts,post-cts-setup-buffers,0,
worst_hold_path,holdCritPathClass,flop to flop,
floorplan,io_pins,41,
critical_path,critPathArrivalTime,2090,ps
global_routing,overflow,0,
power,cellLeakagePower,1.017,nW
timing,tns,0,ps
power,seqPwrFrac,47.0,%
placed_design,gp_congestion,0.7485,
power,ir_drop,0.1534,mV
floorplan,fp.coreArea,6944,µm²
critical_path,crit_path_max_fanout,2,
cts,cts.path.max_buffers,2,
synthesis,ff_type,dfxtp_1,
cts,cts_buffers,5,
drt,drt-vias-per-instance,4.744,
cts,hold_buffers,0,
synthesis,ys.flops,43,
worst_hold_path,hold-path-cell-count,2,
cts,h-tree-depth,2,
cts,cts_tree,yes,
cts,clkLatencyLatePin,290,ps
synthesis,synth_cell_types,29,
placed_design,dp_hpwl,2.835,mm
drt,drt-initial-drc-count,88,
critical_path,critPathRequiredTime,3520,ps
power,p_sw_share,22.50,%
synthesis,yosysWarnings,2,
timing,hold_viol,0,
placed_design,dp.cells,382,
placed_design,portBuffers,40,
outcome,status,"finished, final reports clean",
synthesis,ys_cells,259,
synthesis,async_reset_ff_share,0,%
floorplan,initial_core_util,31.77,%
drt,vias,1850,
global_routing,first_global_vias,1670,
timing,min_period_over_period,67.59,%
drt,wirelength,4.291,mm
synthesis,synth-edff-count,0,
global_routing,grt_start_max_net_pins,87,
power,power_frac_comb,12.7,%
floorplan,die_w,87.75,µm
power,p_int,692.9,µW
drt,drcViolationCount,0,
synthesis,syn-cell-area,2206,µm²
floorplan,die_h,87.75,µm
timing,tightestPinTransition,738.6,ps
final_layout,layout_top_cells,"42 x dfxtp_1, 40 x clkdlybuf4s50_1, 26 x nand2_1",
synthesis,avgSynthCellArea,8.517,µm²
worst_hold_path,hold_start,conv_state[0]$_DFF_P_,
power,p_switching,201.2,µW
-- per-stage QoR --
| step | area [µm²] | setup slack (ps) | hold slack, ps | total power, mW |
|---|---|---|---|---|
| 2_1_floorplan | 2206 | 2340 | 427.0 | 0.5028 |
| 3_3_place_gp | 2675 | 1389 | 438.6 | 0.5430 |
| 3_5_place_dp | 2675 | 1401 | 444.5 | 0.5446 |
| 4_1_cts | 2808 | 1394 | 466.1 | 0.9083 |
| 5_1_grt | 2808 | 1372 | 497.3 | 0.9390 |
| 6_report | 2808 | 1426 | 461.7 | 0.8941 |
-- cells in the mapped netlist, types with 4 or more instances --
library cell,instances,area (µm²)
ha_1,11,137.6
inv_1,11,41.29
nand4_1,11,68.82
nor2_1,5,18.77
o21ai_1,18,90.09
nand2b_1,6,37.54
nand3b_1,4,30.03
and2_1,19,118.9
a21oi_1,19,95.09
o21ai_0,13,65.06
buf_2,9,45.04
nand3_1,10,50.05
nor3b_1,4,30.03
o311ai_1,5,43.79
nand2_1,26,97.59
mux2i_1,18,180.2
dfxtp_1,43,860.8
clkbuf_1,5,18.77
or4b_1,6,60.06
-- routing by layer --
metal	vias to the layer above	wire length, µm	global-route usage (%)
met4	0	40	1.341
met5	-	0	0
met1	817	2198	18.00
met3	5	187	2.099
li1	986	-	-
met2	42	1865	18.96
-- worst max-delay path by stage --
stage                 slack [ps]      end  startpoint  cells past startpoint
after CTS                   1390  new_ack    new_data                      3
after global routing        1370  new_ack    new_data                      3
final                       1430  new_ack    new_data                      3
-- power by group through the flow --
stage	Sequential (mW)	Clock, mW	Combinational (mW)
6_report	0.421	0.360	0.114
5_1_grt	0.423	0.385	0.130
4_1_cts	0.421	0.372	0.115
-- area by class of cell --
type,count,area [µm²]
sequential,43,862.1
inverter,11,41.29
multi-input combinational,189,1229
clock inverter,2,60.06
tap,96,120.1
fill,677,4136
clock buffer,6,72.57
timing repair buffer,43,422.9
-- critical path: cells and delay by family --
family	cells	cell delay, ps
AND/OR/NAND/NOR	1	220
buffers and inverters	2	1000
-- flip-flops by register name (all words and copies together), names as in the netlist --
name,count
Bin_val,16
GEN_BCD_SEGMENTS.ShiftAndAdd3.BCD_seg,20
conv_state,3
shft_cnt,4
-- kinds of logic after synthesis --
group | synth area share, %
AOI/OAI and AO/OA | 15.83
xor gates and xnor gates | 1.191
adders and majority gates | 6.239
buffers and inverters | 5.275
DFF | 39.02
muxes | 8.168
and+or+nand+nor | 24.28
Power figures rest on the tool's default switching activity, not on a simulated workload.
