==> /design/flow/design.v <==
module Bin2Gray #(parameter N = 16) (
	output logic [N-1 : 0] GraySignal,
	input [N-1 : 0] BinSignal);
	assign GraySignal = BinSignal ^ (BinSignal >> 1);  
endmodule
==> /design/flow/run.sh <==
#!/bin/bash
# OpenROAD 26Q1-2900-gdf79404cd8, Yosys 0.63+post, stock flow scripts
make -C /OpenROAD-flow-scripts/flow DESIGN_CONFIG=/design/flow/config.mk WORK_HOME=/design/flow/orfs finish
==> /design/flow/config.mk <==
export PLATFORM = sky130hd
export DESIGN_NAME = Bin2Gray
export DESIGN_NICKNAME = Bin2Gray
export VERILOG_FILES = /design/flow/design.v
export SDC_FILE = /design/flow/constraint.sdc
export NUM_CORES = 4
export LEC_CHECK = 1
export CORE_AREA = 10 10 70 70
export DIE_AREA = 0 0 80 80
==> /design/flow/constraint.sdc <==
current_design Bin2Gray

set clk_period 1.0
set clk_io_pct 0.2

create_clock -name clk0 -period $clk_period

set non_clock_inputs [all_inputs -no_clocks]
set_input_delay [expr $clk_period * $clk_io_pct] -clock clk0 $non_clock_inputs
set_output_delay [expr $clk_period * $clk_io_pct] -clock clk0 [all_outputs]
==> Slide: Implementation Results <==
Run Summary

Outcome
  – Status: finished clean

Drt
  – Residual DRC: 0
  – Detailed-route wire length per cell: 10.3 um
  – DRT Wirelength: 954 um
  – Post-DR vias/cell: roughly 2.3
  – Ant diodes: 0
  – Detailed Routing Iterations Pass 1: 1
  – DR iter-0 viols: 0
  – DR vias: 217
  – DRT antenna net count: 0

Final layout
  – Reg area: 0 sq um
  – Registers: 0
  – # clk buffers: 0
  – Syn-to-layout area delta: 219%
  – Share of cells above drive strength 1: 0.319

Global route
  – Largest net degree at the start of global routing: 3
  – GRT Total Usage: 0.0270
  – GRT Residual Overflow: 0
  – Vias in the first global route: 225
  – First-pass GRT wire length: 1.40 mm
  – Initial antenna violation count: 0

Die
  – FP Core Util: 0.0407
  – Die Wd: 80 um
  – I/O Pins: 32
  – Core area: 0.00342 sq mm
  – Die Area: approximately 0.0064 sq mm
  – Chip Height: 80 um
  – Rows: 21

Placed design
  – IO buf count: 32
  – Placer congestion estimate: around 0.76

Logic synthesis
  – Cells in synth_stat.txt: 16
  – Area fraction of the dominant cell type after synthesis: 0.946
  – Top cells by area: xor2_1, buf_4
  – Post-synth cell types: 2
  – Yosys stat area: ~140 sq um
  – Register share after synthesis: 0
  – Post-Syn Area per Cell: between 8 and 9 sq um
  – Count leader, synth: xor2_1
  – Top cell type by total area after synthesis: xor2_1
  – Post-Synthesis Cells: 16
  – Cell Area, Synth: 139 sq um
  – Commonest cells in the synthesized netlist: xor2_1, buf_4
  – Yosys warnings: 0

Critical path
  – Critical Path RT: about 800 ps
  – Crit-path max FO: 2
  – Critical path depth: 3
  – CP bufs+invs: 2
  – Slowest CP cell: dlygate4sd2_1
  – Crit path to: GraySignal[1]
  – Worst Setup End Kind: output pin
  – Worst-path cell chain: clkdlybuf4s15_2, xor2_1, dlygate4sd2_1
  – Delay-heaviest family, CP: buffers and inverters
  – Startpoint types: input port
  – Worst Path Arrival: ~780 ps
  – Crit path from: BinSignal[1]
  – Critical path class: in -> out
  – Slowest stage delay, CP: 230 ps

Final timing
  – Fin crit share: 0.983
  – FMAX: just over 1 GHz
  – Post-route minimum period: slightly below 1000 ps
  – Hold WS: 732 ps
  – RSZ-0062 raised after global routing: no
  – Least-Margin Pin Slew: 123 ps
  – Fin Setup TNS: 0 ps
  – Max-Slew Margin vs Limit: 0.917
  – Hold Vio Cnt, Final: 0
  – Slew Viols, Final: 0
  – # setup viols final: 0

Power
  – Peak VDD IR: 40.9 uV
  – Cell area power density: 377 mW/mm^2
  – LEAKAGE: 0.213 nW

CTS
  – Post-CTS Setup Repair Bufs: 0
  – Hold_buf cts: 0

Flow run
  – Max-cap violations: 0
  – Tool Warnings: 32

Hold path
  – Hold WC Path Type: in -> out
## metrics by stage
stage	cells	util	setup slack (ps)	power, mW	area [sq um]
CTS	93	0.134	0.396	0.173	458
floorplan	16	-	481	0.0273	139
global placement	93	0.149	-587	0.237	509
detailed placement	93	0.149	-602	0.239	509
finish	93	0.130	16.9	0.167	443
global route	93	0.130	1.34	0.186	443
## worst min-delay path, delay by kind of cell
kind	cells	cell delay, ps
xor gates and xnor gates	1	60
buffers and inverters	2	270
## logic make-up (layout without fill, tap and decap cells)
family,count (synthesis),count (layout),synth area share
XOR/XNOR,15,15,0.946
buffers and inverters,1,32,0.0541
## how the worst min path moves through the flow
stage                       endpoint          start  slack (ps)  cells past startpoint
after CTS             GraySignal[15]  BinSignal[15]         780                      2
after global routing   GraySignal[5]   BinSignal[6]         760                      3
final                  GraySignal[5]   BinSignal[6]         730                      3
## area by class of cell
type	count	area (sq um)
fill	396	2970
timing repair buffer	32	254
multi-input combinational	15	131
tap	46	57.6
## layout by cell type, fill, tap and decap left out
| cell | netlist | routed |
|---|---|---|
| clkdlybuf4s15_2 | 0 | 4 |
| clkdlybuf4s15_1 | 0 | 4 |
| xor2_1 | 15 | 15 |
| dlygate4sd2_1 | 0 | 13 |
| buf_2 | 0 | 11 |
## metal layers
metal  global-route usage  vias up  share of wire  routed length [um]
li1                     -      110              -                   -
met5                    0        -              0                   0
met4                    0        0              0                   0
met3               0.0125        0           0.17                 158
met2               0.0490       15           0.49                 472
met1               0.0297       92           0.34                 323
## power breakdown
part	leakage, nW	total (mW)	switching [mW]	internal, mW
Combinational	0.213	0.167	0.0524	0.114
Sequential	0	0	0	0
Clock	0	0	0	0
## what timing repair did
action,4_1_cts,5_1_grt
endpoints found under the setup margin,16,7
pin swaps,12,2
resized,71,6
Power and IR drop assume default switching activity.
